==> ./run.sh <==
#!/bin/bash
# OpenROAD 26Q1-2900-gdf79404cd8, Yosys 0.63+post, stock flow scripts
make -C /OpenROAD-flow-scripts/flow DESIGN_CONFIG=/design/flow/config.mk WORK_HOME=/design/flow/orfs finish
==> ./config.mk <==
export PLATFORM = sky130hd
export DESIGN_NAME = binady_2_bcd
export DESIGN_NICKNAME = binady_2_bcd
export VERILOG_FILES = /design/flow/design.v
export SDC_FILE = /design/flow/constraint.sdc
export NUM_CORES = 4
export LEC_CHECK = 1
export CORE_AREA = 10 10 70 70
export DIE_AREA = 0 0 80 80
==> ./constraint.sdc <==
current_design binady_2_bcd

set clk_period 4.6
set clk_io_pct 0.2

create_clock -name clk0 -period $clk_period

set non_clock_inputs [all_inputs -no_clocks]
set_input_delay [expr $clk_period * $clk_io_pct] -clock clk0 $non_clock_inputs
set_output_delay [expr $clk_period * $clk_io_pct] -clock clk0 [all_outputs]
==> ./design.v <==
module add3(
input [3:0] i_data,
output reg [3:0] o_converted_data
);
always@(*) begin
if(i_data<=4)
o_converted_data = i_data;
else if((i_data >= 4'd5) && (i_data <= 4'd9))
o_converted_data = i_data + 2'b11;
else
o_converted_data = 4'b0;
end
endmodule
module binady_2_bcd(
input [7:0] i_data,
output [3:0] o_units, o_tens, o_hunds
);
wire [3:0] in_c1, out_c1;
wire [3:0] in_c2, out_c2;
wire [3:0] in_c3, out_c3;
wire [3:0] in_c4, out_c4;
wire [3:0] in_c5, out_c5;
wire [3:0] in_c6, out_c6;
wire [3:0] in_c7, out_c7;
assign in_c1 = {1'b0, i_data[7:5]};
assign in_c2 = {out_c1[2:0], i_data[4]};
assign in_c3 = {out_c2[2:0], i_data[3]};
assign in_c4 = {out_c3[2:0], i_data[2]};
assign in_c5 = {out_c4[2:0], i_data[1]};
assign in_c6 = {1'b0, out_c1[3], out_c2[3], out_c3[3]};
assign in_c7 = {out_c6[2:0], out_c4[3]};
assign {o_hunds, o_tens, o_units} = {2'b00, out_c6[3], out_c7[3:0], out_c5[3:0],
i_data[0]};
add3 c1(
.i_data(in_c1),
.o_converted_data(out_c1)
);
add3 c2(
.i_data(in_c2),
.o_converted_data(out_c2)
);
add3 c3(
.i_data(in_c3),
.o_converted_data(out_c3)
);
add3 c4(
.i_data(in_c4),
.o_converted_data(out_c4)
);
add3 c5(
.i_data(in_c5),
.o_converted_data(out_c5)
);
add3 c6(
.i_data(in_c6),
.o_converted_data(out_c6)
);
add3 c7(
.i_data(in_c7),
.o_converted_data(out_c7)
);
endmodule
==> run summary <==
Pin slew with the least headroom to its limit = 0.559 ns
CP startpoint = i_data[5]
Yosys-reported design area after synthesis = 1360 sq um
CP arrival = 5.63 ns
Post-Route WL = 7460 um
Critical Path RT = 3.68 ns
DRT met1 WL = 3490 um
Ant. Diodes = 0
Final Hold Vio Count = 0
Reg area = 0 sq um
Max-slew headroom = 62.5%
Placed insts = 323
Hold buffer count at cts = 0
DR vias/cell = 5.87
CP peak stage delay = 0.36 ns
PD cells = 208 nW/um^2
Worst hold path class = input pin to primary output
Antenna-violating nets left = 0
Yosys Warn Count = 1
Most frequent CP cell = buf_4
# Cells Yosys = 186
Mean routed wirelength per cell = 20.1 um
Peak VDD IR = 145 uV
Rows = 21
Mapped Cells = 186
GRT Residual Overflow = 0
DRT iter0 DRCs = 152
Setup TNS = -16.19 ns
Crit path max-delay cell type = o311ai_0
Chip Footprint = 6400 sq um
Die Height = 80 um
Largest net degree at the start of global routing = 14
Fmax = 153 MHz
Fin util = 90.3%
Seq_cells = 0
LEAKAGE = 0.00139 uW
Vias in the first global route = 2041
Distinct lib cells = 67
Core area = 3420 sq um
Worst Setup Start Kind = input pin
RSZ-0062 raised after global routing = true
CLK BUF = 0
Initial antenna violation count = 0
GRT Overall Usage = 18.5%
Number of iterations in the first detailed-routing pass = 4
OpenROAD warnings = 45
Area Growth Syn to Fin = 126%
Avg Inst Size Synth = 7.33 sq um
Slew Limit Fails = 0
IO Port Bufs = 16
Final Worst Setup Slack = -1.95 ns
Crit Path Category = input pin to primary output
Pwr Total = 641 uW
Met3 WL = 659 um
Routed via count = 2184
WL met2 = 3250 um
Die Width = 80 um
Dpl hpwl = 3620 um
Final period demand of the worst path = 6.55 ns
Drt drc = 0
Element type at the critical path end = primary output
Top Ports = 20
Final setup violation count = 9
Worst-path fanout max = 5
Cell area after synthesis = 1360 sq um
Failing checks = setup timing
Final worst path period share = 142%
Post-route insts no fill = 372
Share of post-route cells with drive strength above 1 = 66.3%
Highest metal used = met4
Status = finished with violations
Seq/Total Area, Yosys = 0%
Max-Cap Viols = 0
Global placer's final weighted congestion = 0.906
Fp util = 39.9%
Hold Path Origin = i_data[0]
Global-route wire length before repair = 9940 um
[synthesized netlist by cell type, drive strengths merged, types with 2 or more instances]
cell	instances	area (sq um)
o211ai	4	30.0
o21ai	9	45.0
a21oi	8	43.8
o32ai	4	53.8
a31oi	2	12.5
nand2b	7	43.8
o311ai	2	25.0
and3	2	12.5
nor2b	4	25.0
o211a	2	20.0
mux2i	2	20.0
nor3	14	70.1
buf	6	43.8
and2	2	12.5
a22o	2	17.5
a22oi	2	15.0
o22ai	2	12.5
a2111oi	3	33.8
nor2	11	41.3
mux2	2	26.3
nor4b	2	23.8
a211oi	5	55.1
ha	19	238
o31ai	3	22.5
nor3b	2	20.0
or4	2	15.0
nand2	10	37.5
or2	3	18.8
nor4	4	25.0
o311a	2	20.0
inv	21	81.3
o31a	2	17.5
a211o	3	26.3
[final timing paths]
| kind | end | slack [ns] | depth (start not counted) |
|---|---|---|---|
| worst max-delay path | o_tens[2] | -1.95 | 31 |
| worst min-delay path | o_units[0] | 1.84 | 0 |
[kinds of logic (layout without fill, tap and decap cells)]
kind of cell	after synthesis	count (layout)	share of synthesized area (%)
buf+inv	28	167	9.54
other cells	1	2	0.275
simple gates	68	68	28.3
fa+ha+maj	19	19	17.4
compound gates	66	66	41.0
mux	4	4	3.39
[worst max-delay path, delay by kind of cell]
kind / cells / cell delay (ns)
compound gates: 8 / 1.72
simple gates: 2 / 0.20
buf+inv: 18 / 2.24
fa+ha+maj: 3 / 0.54
[stage by stage]
step	instance area [sq um]	hold WS, ns	setup WS [ns]
floorplan	1590	1.91	-1.63
global placement	2340	1.84	-2.40
detailed placement	2340	1.84	-2.46
CTS	2850	1.84	-1.70
global route	3080	1.84	-2.09
finish	3080	1.84	-1.95
[power by group]
group / leakage, uW / switching, uW / internal [uW]
Combinational: 0.00139 / 292 / 349
Sequential: 0 / 0 / 0
Clock: 0 / 0 / 0
Total: 0.00139 / 292 / 349
[layout make-up]
type | count | area, sq um
Fill cell | 128 | 332
Tap cell | 46 | 57.6
Timing Repair Buffer | 146 | 1200
Multi-Input combinational cell | 159 | 1720
Inverter | 21 | 101
[placed cells by master, fill, tap and decap left out, types with 3 or more instances in the layout]
cell | synthesis | routed
o21ai_1 | 2 | 4
nor4_4 | 0 | 3
nor2b_1 | 4 | 3
a21oi_1 | 7 | 3
nand2b_1 | 7 | 6
nor2_1 | 11 | 10
buf_2 | 2 | 6
nor3_1 | 14 | 10
inv_1 | 19 | 12
inv_4 | 1 | 5
a21oi_2 | 1 | 4
buf_4 | 3 | 107
nand2_1 | 10 | 8
buf_6 | 1 | 23
clkdlybuf4s50_1 | 0 | 4
ha_2 | 0 | 5
nor3_4 | 0 | 3
o211ai_1 | 4 | 4
a211o_1 | 3 | 3
ha_4 | 0 | 13
[timing repair]
item | CTS | global route
setup buffers | 52 | 19
cloned | 0 | 0
resized | 86 | 44
setup endpoints to repair | 9 | 9
pin swaps | 28 | 16
[layer usage]
layer / vias up / track usage, %
met1: 1067 / 25.9
met5: - / 0
met2: 107 / 30.8
met4: 0 / 1.23
li1: 999 / -
met3: 11 / 2.05
No activity file was given, so power comes from the tool's default toggle rates.
