## ./run.sh

```bash
#!/bin/bash
# OpenROAD 26Q1-2900-gdf79404cd8, Yosys 0.63+post, stock flow scripts
make -C /OpenROAD-flow-scripts/flow DESIGN_CONFIG=/design/flow/config.mk WORK_HOME=/design/flow/orfs finish
```

## ./config.mk

```make
export PLATFORM = sky130hd
export DESIGN_NAME = seven_segment_decoder
export DESIGN_NICKNAME = seven_segment_decoder
export VERILOG_FILES = /design/flow/design.v
export SDC_FILE = /design/flow/constraint.sdc
export NUM_CORES = 4
export LEC_CHECK = 1
export CORE_AREA = 10 10 70 70
export DIE_AREA = 0 0 80 80
```

## ./constraint.sdc

```tcl
current_design seven_segment_decoder

set clk_period 1.0
set clk_io_pct 0.2

create_clock -name clk0 -period $clk_period

set non_clock_inputs [all_inputs -no_clocks]
set_input_delay [expr $clk_period * $clk_io_pct] -clock clk0 $non_clock_inputs
set_output_delay [expr $clk_period * $clk_io_pct] -clock clk0 [all_outputs]
```

## ./design.v

```verilog
module seven_segment_decoder #(parameter COMMON_ANODE = 1) (
input [3:0] i_data,  
output reg [6:0] o_display  
);
always @(*) begin
case (i_data)
4'b0000: o_display = 7'b0111111;  
4'b0001: o_display = 7'b0000110;  
4'b0010: o_display = 7'b1011011;  
4'b0011: o_display = 7'b1001111;  
4'b0100: o_display = 7'b1100110;  
4'b0101: o_display = 7'b1101101;  
4'b0110: o_display = 7'b1111101;  
4'b0111: o_display = 7'b0000111;  
4'b1000: o_display = 7'b1111111;  
4'b1001: o_display = 7'b1101111;  
4'b1010: o_display = 7'b1110111;  
4'b1011: o_display = 7'b1111100;  
4'b1100: o_display = 7'b0111001;  
4'b1101: o_display = 7'b1011110;  
4'b1110: o_display = 7'b1111001;  
4'b1111: o_display = 7'b1110001;  
default: o_display = 7'b0000000;  
endcase
if (COMMON_ANODE)
o_display = ~o_display;
end
endmodule
```

==> impl_metrics.toml <==
# yosys + openroad results
[yosys]
top_area_share_pct = 29.7
ys_warn_count = 1
yosys_area_um2 = 253
synth_cells = 31
syn_area_um2 = 253
area_leaders = "ha_1 30%, mux4_1 10%, mux2i_1 7.9%"
netlist_top_cells_count = "6 x ha_1, 3 x inv_1, 3 x nand2_1, 3 x nor2_1"
most_common_cell = "ha_1"
yosys_cells = 31
top_area_cell = "ha_1"
avgSynthCellArea_um2 = 8.15
synth_seq_share_pct = 0
yosysUniqueCellTypes = 17

[timing]
drv_slew = 0
setup_ws_ps = -396
rsz0062_at_grt = "true"
hold_viol_final = 0
fin_setup_tns_ps = -1840
finalCritPeriodShare_pct = 140
tightest_slew_ps = 176
period_minus_slack_ps = 1400
slew_headroom_pct = 88.2
setup_viol_count_final = 7
fmax_mhz = 716

[global_routing]
grt_max_degree = 6
grt_pass1_vias = 349
grt-ovfl-total = 0
grt_pass1_wl_um = 1630
grt_usage_pct = 2.98
antenna_found_initial = 0

[placement]
place_hpwl_um = 698
pre_cts_slack_ps = -1250
gp_congestion = 0.760
portBuffers = 11

[finish]
fin_util_pct = 19.3
ff_count = 0
n_clock_buffer = 0
drive_above_1_share_pct = 80.0
ff_latch_area_um2 = 0
area_delta_synth_final_pct = 161

[die]
ioPinCount = 11
num_rows = 21
die_h_um = 80
dieArea_um2 = 6400
die_x_um = 80
fp_util_pct = 7.40
core_area_um2 = 3420

[clock_network]
cts_hold_buf = 0

[route]
wl_per_cell_um = 8.75
drt-total-wl_um = 884
n_antenna_cell = 0
vias = 314
drtAntennaViolNets = 0
drc = 0
drt_pass1_iterations = 2
dr.first_iter.drc_count = 9
vias_per_cell = 3.11

[critical_path]
startpoint_type = "primary input"
slowest_delay_ps = 440
critPathLaunch = "i_data[0]"
slowest_stage = "mux4_2"
crit_type = "primary input to output port"
crit_arrival_ps = 1200
cp_cell_sequence = "buf_12 -> inv_16 -> ha_4 -> inv_2 -> mux4_2 -> buf_2"
critPathMaxFanout = 4
critPathRequiredTime_ps = 800
endpoint_kind = "output port"

[run_status]
status = "finished, violations left"
violations = "negative setup slack"

[power]
power.total_w = 0.000245
power_density_nw_per_um2 = 372
vdd_drop_max_mv = 0.107
p_leak_nw = 0.287

[flow_run]
drv_cap = 0
tool_warnings = 40

[worst_hold_path]
min_from = "i_data[3]"
hp-class = "primary input to output port"
## final cells by class
cell class         instances  area (um2)
inverters                  3        35.0
well taps                 46        57.6
fillers                  374        2760
repair buffers            26         234
multi-input cells         26         333
## cell usage in the layout, fill, tap and decap left out, types with 2 or more instances in the layout
master	n
a22o_1	2
buf_12	2
buf_2	8
buf_4	8
buf_6	6
ha_4	6
mux2i_1	2
nor2_1	2
## worst max-delay path: cells and delay by family
| family | cells | cell delay, ps |
|---|---|---|
| buf+inv | 4 | 310 |
| mux | 1 | 440 |
| fa+ha+maj | 1 | 250 |
## stage by stage
| step | std cells | hold WS (ps) | cell area (um2) |
|---|---|---|---|
| floorplan | 31 | 500 | 288 |
| global route | 101 | 895 | 659 |
| detailed placement | 97 | 1520 | 534 |
| global placement | 97 | 1530 | 534 |
| CTS | 101 | 848 | 657 |
| finish | 101 | 844 | 659 |
## what timing repair did
item	CTS	global route
cloned	0	0
setup endpoints to repair	7	7
buffers inserted	6	0
pin swaps	11	3
gates resized	66	1
## power breakdown
group / internal (W) / switching, W / total, W / leakage, nW
registers: 0 / 0 / 0 / 0
logic: 0.000148 / 0.0000973 / 0.000245 / 0.287
clock network: 0 / 0 / 0 / 0
total: 0.000148 / 0.0000973 / 0.000245 / 0.287
## per-layer routing
metal	wire length, um	track usage [%]	vias up
met5	0	0	-
met2	375	4.74	9
met3	128	1.36	0
met4	0	0	0
met1	380	3.84	141
li1	-	-	164
## cell families after synthesis
kind of cell | after synthesis | synth area share [%]
multiplexers | 3 | 18.3
AND-OR/OR-AND | 6 | 18.8
adder cells (fa/ha/maj) | 6 | 29.7
AND/OR/NAND/NOR | 11 | 22.3
buffers and inverters | 5 | 10.9
## final timing paths
| kind | cells after the start | slack [ps] | to |
|---|---|---|---|
| max | 6 | -400 | o_display[3] |
| min | 3 | 840 | o_display[3] |
Power figures rest on the tool's default switching activity, not on a simulated workload.
