$ cat design/flow/design.v
module timer #(parameter CLK_FREQ = 32'd50_000_000)(
input wire i_clk,  
input wire i_rst,  
output reg [6:0] o_hours,  
output reg [5:0] o_minutes,  
output reg [5:0] o_seconds  
);
reg [25:0] counter_r;  
localparam SEC = CLK_FREQ - 1'b1;
always @(posedge i_clk or posedge i_rst) begin
if (i_rst) begin
counter_r <= 0;
o_hours <= 0;
o_minutes <= 0;
o_seconds <= 0;
end else begin
counter_r <= counter_r + 1;
if (counter_r == SEC) begin
counter_r <= 0;  
o_seconds <= o_seconds + 1;  
if (o_seconds == 6'd59) begin
o_seconds <= 0;
o_minutes <= o_minutes + 1;
if (o_minutes == 6'd59) begin
o_minutes <= 0;
o_hours <= o_hours + 1;
if (o_hours == 7'd99) begin
o_hours <= 0;
end
end
end
end
end
end
endmodule
$ cat design/flow/run.sh
#!/bin/bash
# OpenROAD 26Q1-2900-gdf79404cd8, Yosys 0.63+post, stock flow scripts
make -C /OpenROAD-flow-scripts/flow DESIGN_CONFIG=/design/flow/config.mk WORK_HOME=/design/flow/orfs finish
$ cat design/flow/config.mk
export PLATFORM = sky130hd
export DESIGN_NAME = timer
export DESIGN_NICKNAME = timer
export VERILOG_FILES = /design/flow/design.v
export SDC_FILE = /design/flow/constraint.sdc
export NUM_CORES = 4
export LEC_CHECK = 1
export CORE_UTILIZATION = 40
$ cat design/flow/constraint.sdc
current_design timer

set clk_period 5.8
set clk_io_pct 0.2

create_clock -name clk0 -period $clk_period [get_ports {i_clk}]

set non_clock_inputs [all_inputs -no_clocks]
set_input_delay [expr $clk_period * $clk_io_pct] -clock clk0 $non_clock_inputs
set_output_delay [expr $clk_period * $clk_io_pct] -clock clk0 [all_outputs]
==> results.ini <==
[synth]
yosys_area_mm2 = 0.00220
ys_cells = 214
avgSynthCellArea_um2 = 10.3
ff_type = dfrtp_1
yosys.area.top_type_share_pct = 51.1
synth.yosys.warnings = 1
synthesis.area_mm2 = 0.00220
edf_count = 0
most_common_cell = dfrtp_1
netlist_top_cells_area = dfrtp_1 51%, nand3_1 5.2%, xnor2_1 4.8%, o31ai_1 3.7%, xor2_1 3.6%
synthCells = 214
ys_ff = 45
ys_seq_share_pct = 51.1
synthTopCellsByCount = 45 x dfrtp_1, 23 x nand3_1, 19 x nor2_1
yosysUniqueCellTypes = 33
synth_top_cell_by_area = dfrtp_1
synth-async-reset-ratio_pct = 100

[critical_path]
arrival_ns = 1.24
slowest_delay_ns = 0.49
end_kind = output port
reg2reg_to = o_hours[6]
reg2reg_setup_slack_ns = 3.48
cp_slowest_cell = clkdlybuf4s50_1
critPathLaunchType = flop
r2r_cells = 6
cp.required_ns = 4.64
cp_max_fo = 7
crit_type = reg2out
cp_top_family = buffers and inverters
r2r-start = counter_r[0]
cp_num_buf_inv = 1
critical_path.cell_chain = clkdlybuf4s50_1

[die]
fp_util_pct = 42.3
fp.dieH_um = 76.2
die_w_um = 76.2
ios = 21
chipArea_mm2 = 0.00581
num_rows = 26
coreArea_mm2 = 0.00520

[place]
io_buffers = 20
place_area_mm2 = 0.00249
place_congestion = 0.833
dp_cells = 303
dp_hpwl_mm = 2.84
dp_slack_ns = 3.48

[timing]
fmax_mhz = 416
worstMarginPinSlew_ns = 0.778
relSlewSlack_pct = 47.7
setup_slack_ns = 3.40
finalHoldViolCount = 0
tns_ns = 0
slew_violations = 0
rsz0062_at_grt = no
fin_crit_ns = 2.40
skew_ns = 0.00624
timing.final.crit_share_pct = 41.4
setup_violations = 0

[power_and_ir_drop]
pwr_density_cell_mw_per_mm2 = 206
irDropWorstVdd_mv = 0.0950
p_total_uw = 533
p_leak_nw = 1.11

[outcome]
status = finished, final reports clean

[grt]
grt_usage_pct = 16.8
grt_max_degree = 46
grt_pass1_wl_mm = 7.80
antenna_found_initial = 0
grt_pass1_vias = 1665
grt_overflow_total = 0

[final_layout]
finalNonFillerCells = 311
regArea_mm2 = 0.00113
nFillCells = 469
logic_area_mm2 = 0.00104
fin_area_mm2 = 0.00259
drive_above_1_share_pct = 9.13
area_growth_pct = 17.4

[clock_network]
hold_buffers = 0
cts_setup_buffers = 0
clk_latency_ns = 0.29
cts.htree.levels = 2
numClockSinks = 45
clk_pin_slew_ns = 0.09
cts_resized = 0
clockBufferDepth = 2
cts_tree = yes
cts_buffers = 5
cts-root-buf = clkbuf_8

[worst_hold_path]
hold-path-cell-count = 1
worstHoldEndpoint = counter_r[22]
worstHoldStart = counter_r[22]
hold_path_class = reg2reg

[drt]
drt_wl_total_mm = 4.12
vias = 1640
first_pass_iters = 4
antenna_left = 0
drt-met1-wl_mm = 2.07
dr.max_layer_used = met4
routedWlPerCell_um = 13.3
drt-initial-drc-count = 62
antenna_cells = 0
routed-wl-met3_um = 189
drt-vias-per-instance = 5.27
routed-wl-met2_mm = 1.81
drcViolationCount = 0

[flow_run]
drv_cap = 0
warnings = 25

per-layer routing:
layer | track usage [%] | up-vias
met2 | 25.8 | 30
met5 | 0 | -
met3 | 3.41 | 5
li1 | - | 832
met4 | 2.69 | 0
met1 | 26.1 | 773
cells in the final DEF, fill, tap and decap left out, types with 2 or more instances in the layout:
cell / instances
clkdlybuf4s50_1: 20
and4_1: 2
and3_1: 3
a21o_1: 2
nor2b_1: 4
o211ai_1: 3
or3_1: 2
nand4_1: 9
or2_2: 2
o21ai_0: 11
nor2_1: 19
clkbuf_8: 7
xnor2_1: 12
or4_1: 2
ha_1: 4
xor2_1: 9
nand2_1: 14
mux2_2: 6
buf_4: 2
nor4_1: 4
dfrtp_1: 45
a31oi_1: 2
nand3_1: 23
o31ai_1: 11
and2_1: 5
inv_1: 3
nor3_1: 7
kinds of logic after synthesis:
family,synth area share [%]
multiplexers,3.07
flip-flops,51.1
AND-OR/OR-AND,8.52
AND/OR/NAND/NOR,25.1
XOR/XNOR,8.35
buffers and inverters,1.59
adder cells (fa/ha/maj),2.27
area by class of cell:
class,count,area share (%)
clock buffers,7,3.72
clock inverters,1,0.193
inverters,4,0.580
multi-input cells,162,40.3
flip-flops and latches,45,43.5
well taps,70,3.38
repair buffers,22,8.32
metrics by stage:
step	hold slack [ns]	util, %
finish	0.495	49.7
global route	0.518	49.7
CTS	0.491	49.7
detailed placement	0.476	47.8
global placement	0.471	47.8
floorplan	0.445	-
registers in the layout (all words and copies together), names as in the netlist:
signal and cells:
counter_r 26, o_seconds 6, o_hours 7, o_minutes 6
power breakdown:
part           switching, mW  internal [mW]  leakage, nW  total [mW]
logic                0.00600        0.00108        0.437     0.00708
clock network          0.105          0.108       0.0542       0.213
registers                  0          0.313        0.619       0.313
total                  0.111          0.422         1.11       0.533
worst max path at each step:
stage	startpoint	end	slack (ns)	depth (start not counted)
after CTS	o_hours[2]	o_hours[2]	3.38	1
after global routing	counter_r[0]	o_hours[1]	3.28	6
final	o_hours[2]	o_hours[2]	3.40	1
Power figures rest on the tool's default switching activity, not on a simulated workload.
